===== flow/design.v =====
`timescale 1ns / 1ps
module flatoric(
    input CLK,                   
    input RED,                   
    input GREEN,                 
    input BLUE,                  
    input SYNC,                  
    input BTN1,                  
    inout  [7:0] DATA,           
    output [14:0] ADDR,          
    output NOE,                  
    output NWE,                  
    output NCE,                  
    output FLM,                  
    output CL1,                  
    output CL2,                  
    output [7:0] LCD_D,          
    output NDOFF,                
    output VCON,                 
    output LD2,                  
    output CFL                   
  );
reg red_ck = 1'b0;
reg green_ck = 1'b0;
reg blue_ck = 1'b0;
reg sync_ck = 1'b0;
reg btn1_ck = 1'b0;
wire frm, ena, pwon;
wire rd_req, wr_req;
wire rd_ack, wr_ack;
wire [14:0] rd_addr;
wire [14:0] wr_addr;
wire [7:0] rd_data = DATA;
wire [7:0] wr_data;
assign NDOFF = pwon;
assign CFL = pwon;
assign LD2 = ~pwon;
assign NCE = ~pwon;
assign DATA = ena ? wr_data : 8'hzz;
  always @(posedge CLK)
  begin
    red_ck <= RED;
    green_ck <= GREEN;
    blue_ck <= BLUE;
    sync_ck <= SYNC;
    btn1_ck <= BTN1;
  end
  rgbcapture u1 (
    .clk(CLK),
    .red(red_ck),
    .green(green_ck),
    .blue(blue_ck),
    .sync(sync_ck),
    .req(wr_req),
    .ack(wr_ack),
    .addr(wr_addr),
    .data(wr_data),
    .frm(frm)
  );
  lcdcontrol u2 (
    .clk(CLK),
    .flm(FLM),
    .cl1(CL1),
    .cl2(CL2),
    .lcd_d(LCD_D),
    .req(rd_req),
    .ack(rd_ack),
    .addr(rd_addr),
    .data(rd_data),
    .frm(frm)
  );
  ramcontrol u3 (
    .clk(CLK),
    .addr(ADDR),
    .noe(NOE),
    .nwe(NWE),
    .ena(ena),
    .rd_addr(rd_addr),
    .rd_req(rd_req),
    .rd_ack(rd_ack),
    .wr_addr(wr_addr),
    .wr_req(wr_req),
    .wr_ack(wr_ack)
  );
  pwrmanage u4 (
    .clk(CLK),
    .btn(btn1_ck),
    .pwon(pwon),
    .vcon(VCON)
  );
endmodule
`timescale 1ns / 1ps
module lcdcontrol(
    input clk,
    output flm,
    output cl1,
    output cl2,
    output [7:0] lcd_d,
    output req,
    input ack,
    output [14:0] addr,
    input [7:0] data,
    input frm
  );
localparam BYTE_DIV = 12 - 1;          
localparam LINE_DIV = 120 + 4 - 1;     
localparam FRAME_DIV = 240 + 1;        
reg frm_z1 = 1'b0;
reg flm_reg = 1'b0;
reg cl1_reg = 1'b0;
reg cl2_reg = 1'b0;
reg req_reg = 1'b0;
reg [7:0] lcd_data = 8'd0;
reg [3:0] clk_ctr = 4'd0;
reg [6:0] byte_ctr = 7'd0;
reg [9:0] line_ctr = 10'd0;
reg [14:0] addr_ctr = 15'd0;
wire f_top = (line_ctr == 0 * FRAME_DIV || line_ctr == 1 * FRAME_DIV || line_ctr == 2 * FRAME_DIV);
wire f_end = (line_ctr == 3 * FRAME_DIV);
wire h_act = (byte_ctr < 7'd120);
wire h_clk = (byte_ctr == 7'd120);
wire h_end = (byte_ctr == LINE_DIV);
wire b_end = (clk_ctr == BYTE_DIV);
assign flm = flm_reg;
assign cl1 = cl1_reg;
assign cl2 = cl2_reg;
assign req = req_reg;
assign lcd_d = lcd_data;
assign addr = addr_ctr;
  always @(posedge clk)
  begin
    frm_z1 <= frm;
    if (~frm_z1 && frm)
      begin
        clk_ctr <= 4'd0;
        byte_ctr <= 7'd0;
        line_ctr <= 10'd0;
      end
    else if (~f_end)
      if (b_end)
        begin
          clk_ctr <= 4'd0;
          if (h_end)
            begin
              byte_ctr <= 7'd0;
              line_ctr <= line_ctr + 1'b1;
            end
          else
            byte_ctr <= byte_ctr + 1'b1;
        end
      else
        clk_ctr <= clk_ctr + 1'b1;
    flm_reg <= f_top;
    cl1_reg <= h_clk;
    cl2_reg <= h_act ? clk_ctr[3] : 1'b0;
    if (f_top && ~|byte_ctr && ~|clk_ctr)
      addr_ctr <= 15'd0;
    else if (ack)
      addr_ctr <= addr_ctr + 1'b1;
    if (ack)
      lcd_data <= data;
    if (ack)
      req_reg <= 1'b0;
    else if (~f_end && h_act && ~|clk_ctr)
      req_reg <= 1'b1;
  end
endmodule
`timescale 1ns / 1ps
module pwrmanage (
    input clk,
    input btn,
    output pwon,
    output vcon
    );
localparam OFF = 0, UP_0 = 1, UP_1 = 2, ON = 3, DN_0 = 4, DN_1 = 5;
reg tmr_rst;
reg [19:0] timer = 20'd0;
reg [2:0] curr_state = OFF;
reg [2:0] next_state;
reg pw, vc;
reg pw_reg = 1'b0;
reg vc_reg = 1'b0;
wire tmr_tc = (timer == 20'hfffff);
assign pwon = pw_reg;
assign vcon = vc_reg;
  always @(posedge clk)
  begin
    pw_reg <= pw;
    vc_reg <= vc;
    curr_state <= next_state;
    if (tmr_rst)
      timer <= 20'd0;
    else
      timer <= timer + 1'b1;
  end
  always @(*)
    case (curr_state)
      UP_0:      
        begin
          { pw, vc } = 2'b00;
          tmr_rst = btn;
          if (tmr_tc)
            next_state = UP_1;
          else
            next_state = UP_0;
        end
      UP_1:      
        begin
          { pw, vc } = 2'b01;
          tmr_rst = 1'b0;
          if (tmr_tc)
            next_state = ON;
          else
            next_state = UP_1;
        end
      ON:        
        begin
          { pw, vc } = 2'b11;
          tmr_rst = ~btn;
          if (tmr_tc)
            next_state = DN_0;
          else
            next_state = ON;
        end
      DN_0:      
        begin
          { pw, vc } = 2'b11;
          tmr_rst = btn;
          if (tmr_tc)
            next_state = DN_1;
          else
            next_state = DN_0;
        end
      DN_1:      
        begin
          { pw, vc } = 2'b01;
          tmr_rst = 1'b0;
          if (tmr_tc)
            next_state = OFF;
          else
            next_state = DN_1;
        end
      default:   
        begin
          { pw, vc } = 2'b00;
          tmr_rst = ~btn;
          if (tmr_tc)
            next_state = UP_0;
          else
            next_state = OFF;
        end
    endcase
endmodule
`timescale 1ns / 1ps
module ramcontrol(
    input clk,
    output [14:0] addr,
    output noe,
    output nwe,
    output reg ena,
    input [14:0] rd_addr,
    input rd_req,
    output reg rd_ack,
    input [14:0] wr_addr,
    input wr_req,
    output reg wr_ack
    );
localparam ADDR = 0, RD_0 = 1, RD_1 = 2, WR_0 = 3, WR_1 = 4;
reg rnw, oe, we;
reg oe_reg = 1'b0;
reg we_reg = 1'b0;
reg [2:0] curr_state = ADDR;
reg [2:0] next_state;
assign addr = rnw ? rd_addr : wr_addr;
assign noe = ~oe_reg;
assign nwe = ~we_reg;
  always @(posedge clk)
  begin
    curr_state <= next_state;
    oe_reg <= oe;
    we_reg <= we;
  end
  always @(*)
    case (curr_state)
      RD_0:
        begin
          { rd_ack, wr_ack } = 2'b00;
          { ena, rnw, oe, we } = 4'b0110;
          next_state = RD_1;
        end
      RD_1:
        begin
          { rd_ack, wr_ack } = 2'b10;
          { ena, rnw, oe, we } = 4'b0100;
          next_state = ADDR;
        end
      WR_0:
        begin
          { rd_ack, wr_ack } = 2'b00;
          { ena, rnw, oe, we } = 4'b1001;
          next_state = WR_1;
        end
      WR_1:
        begin
          { rd_ack, wr_ack } = 2'b01;
          { ena, rnw, oe, we } = 4'b1000;
          next_state = ADDR;
        end
      default:
        begin
          { rd_ack, wr_ack } = 2'b00;
          if (rd_req)
            begin
              { ena, rnw, oe, we } = 4'b0110;
              next_state = RD_0;
            end
          else if (wr_req)
            begin
              { ena, rnw, oe, we } = 4'b0001;
              next_state = WR_0;
            end
          else
            begin
              { ena, rnw, oe, we } = 4'b0100;
              next_state = ADDR;
            end
        end
    endcase
endmodule
`timescale 1ns / 1ps
module rgbcapture(
    input clk,
    input red,
    input green,
    input blue,
    input sync,
    input ack,
    output req,
    output [14:0] addr,
    output [7:0] data,
    output frm
  );
localparam LINE_START = 47;
localparam PIX_START = 48;
localparam PIX_PHASE = 3;
reg sync_z1 = 1'b0;
reg sync_ok = 1'b0;
reg field = 1'b0;
reg divsel = 1'b0;
reg [2:0] clk_ctr = 3'd0;
reg [8:0] pix_ctr = 9'd0;
reg [8:0] line_ctr = 9'd0;
reg [2:0] pix_rdy = 3'b000;
reg [7:0] pix_buff [0:2];
reg [7:0] pix_we;
reg [14:0] addr_ctr = 15'd0;
reg [2:0] tpg;
wire [2:0] clk_div = divsel ? 3'd4 : 3'd3;     
wire sync_fe = ~sync && sync_z1;
wire sync_to = (pix_ctr == 384 + 1);
wire h_sync = sync_fe || sync_to;
wire v_sync = sync_ok && sync_to || ~sync_ok && (line_ctr == 312);
wire v_actv = (line_ctr >= LINE_START && line_ctr < LINE_START + 240);
wire h_actv = (pix_ctr >= PIX_START && pix_ctr < PIX_START + 320);
wire p_samp = (clk_ctr == PIX_PHASE);
wire red_pix = sync_ok ? red : tpg[1];
wire green_pix = sync_ok ? green : tpg[2];
wire blue_pix = sync_ok ? blue : tpg[0];
assign addr = addr_ctr;
assign req = |pix_rdy;
assign data = pix_rdy[0] ? pix_buff[0] : pix_rdy[1] ? pix_buff[1] : pix_buff[2];
assign frm = field && v_sync;
  always @(posedge clk)
  begin
    sync_z1 <= sync;
    if (sync_fe)
      sync_ok <= 1'b1;
    else if (sync_to)
      sync_ok <= 1'b0;
    if (h_sync)
      begin
        clk_ctr <= 3'd4;
        divsel <= 1'b0;
      end
    else if (~|clk_ctr)
      begin
        clk_ctr <= clk_div;
        divsel <= ~divsel;
      end
    else
      clk_ctr <= clk_ctr - 1'b1;
    if (h_sync)
      begin
        pix_ctr <= 9'd0;
        if (v_sync)
          begin
            line_ctr <= 9'd0;
            field <= ~field;
          end
        else
          line_ctr <= line_ctr + 1'b1;
      end
    else if (~|clk_ctr)
      pix_ctr <= pix_ctr + 1'b1;
    if (pix_we[0])
      begin
        pix_buff[0][7] <= red_pix;
        pix_buff[0][6] <= green_pix;
        pix_buff[0][5] <= blue_pix;
      end
    if (pix_we[1])
      begin
        pix_buff[0][4] <= red_pix;
        pix_buff[0][3] <= green_pix;
        pix_buff[0][2] <= blue_pix;
      end
    if (pix_we[2])
      begin
        pix_buff[0][1] <= red_pix;
        pix_buff[0][0] <= green_pix;
        pix_buff[1][7] <= blue_pix;
      end
    if (pix_we[3])
      begin
        pix_buff[1][6] <= red_pix;
        pix_buff[1][5] <= green_pix;
        pix_buff[1][4] <= blue_pix;
      end
    if (pix_we[4])
      begin
        pix_buff[1][3] <= red_pix;
        pix_buff[1][2] <= green_pix;
        pix_buff[1][1] <= blue_pix;
      end
    if (pix_we[5])
      begin
        pix_buff[1][0] <= red_pix;
        pix_buff[2][7] <= green_pix;
        pix_buff[2][6] <= blue_pix;
      end
    if (pix_we[6])
      begin
        pix_buff[2][5] <= red_pix;
        pix_buff[2][4] <= green_pix;
        pix_buff[2][3] <= blue_pix;
      end
    if (pix_we[7])
      begin
        pix_buff[2][2] <= red_pix;
        pix_buff[2][1] <= green_pix;
        pix_buff[2][0] <= blue_pix;
      end
    if (pix_we[2])
      pix_rdy[0] <= 1'b1;
    else if (ack)
      pix_rdy[0] <= 1'b0;
    if (pix_we[5])
      pix_rdy[1] <= 1'b1;
    else if (ack)
      pix_rdy[1] <= 1'b0;
    if (pix_we[7])
      pix_rdy[2] <= 1'b1;
    else if (ack)
      pix_rdy[2] <= 1'b0;
    if (v_sync)
       addr_ctr <= 15'd0;
    else if (ack)
       addr_ctr <= addr_ctr + 1'b1;
  end
  always @(*)
    if (v_actv && h_actv && p_samp)
      case (pix_ctr[2:0])
        3'd0: pix_we = 8'b00000001;
        3'd1: pix_we = 8'b00000010;
        3'd2: pix_we = 8'b00000100;
        3'd3: pix_we = 8'b00001000;
        3'd4: pix_we = 8'b00010000;
        3'd5: pix_we = 8'b00100000;
        3'd6: pix_we = 8'b01000000;
        3'd7: pix_we = 8'b10000000;
      endcase
    else
      pix_we = 8'b00000000;
  always @(*)
    casez (pix_ctr[8:5])
      4'b000?: tpg = 3'b000;
      4'b0010: tpg = 3'b000;
      4'b0011: tpg = 3'b001;
      4'b0100: tpg = 3'b010;
      4'b0101: tpg = 3'b011;
      4'b0110: tpg = 3'b100;
      4'b0111: tpg = 3'b101;
      4'b1000: tpg = 3'b110;
      4'b1001: tpg = 3'b111;
      4'b101?: tpg = 3'b000;
      4'b11??: tpg = 3'b000;
    endcase
endmodule

===== flow/run.sh =====
#!/bin/bash
# OpenROAD 26Q1-2900-gdf79404cd8, Yosys 0.63+post, stock flow scripts
make -C /OpenROAD-flow-scripts/flow DESIGN_CONFIG=/design/flow/config.mk WORK_HOME=/design/flow/orfs finish

===== flow/config.mk =====
export PLATFORM = sky130hd
export DESIGN_NAME = flatoric
export DESIGN_NICKNAME = flatoric
export VERILOG_FILES = /design/flow/design.v
export SDC_FILE = /design/flow/constraint.sdc
export NUM_CORES = 4
export LEC_CHECK = 1
export CORE_UTILIZATION = 40

===== flow/constraint.sdc =====
current_design flatoric

set clk_period 5.3
set clk_io_pct 0.2

create_clock -name clk0 -period $clk_period [get_ports {CLK}]

set non_clock_inputs [all_inputs -no_clocks]
set_input_delay [expr $clk_period * $clk_io_pct] -clock clk0 $non_clock_inputs
set_output_delay [expr $clk_period * $clk_io_pct] -clock clk0 [all_outputs]

==> impl_metrics.env <==
# implementation run metrics
export IMPL_run_status="completed"
export IMPL_fp_dieH_um=133
export IMPL_p_int_uw=2020
export IMPL_dieArea_sq_um=17700
export IMPL_power_switching_uw=612
export IMPL_vias=4836
export IMPL_syn_inst=704
export IMPL_grt_pass1_wl_mm=21.5
export IMPL_finalCritPeriodShare=0.714
export IMPL_period_minus_slack_ns=3.78
export IMPL_rr_startpoint="u1.line_ctr[6]"
export IMPL_setup_tns_ns=0
export IMPL_ys_top_logic_family="simple AND/OR/NAND/NOR gates"
export IMPL_syn2layout_area_growth_pct=16.9
export IMPL_die_w_um=133
export IMPL_fmax_mhz=264
export IMPL_async_flop_share=0
export IMPL_worstSetupStartpoint="u1.pix_rdy[1]"
export IMPL_route_antenna_diode_count=0
export IMPL_finClkSkew_ns=0.00654
export IMPL_hold_viol_final=0
export IMPL_relSlewSlack=0.422
export IMPL_place_gp_congestion=0.915
export IMPL_critPathKind="flop to output port"
export IMPL_grt_pass1_vias=4555
export IMPL_place_hpwl_mm=8.65
export IMPL_core_area_sq_um=16600
export IMPL_ys_chip_area_sq_um=6850
export IMPL_grt_usage=0.153
export IMPL_post_cts_buffers=0
export IMPL_largest_reg_flops=24
export IMPL_ys_seq_share=0.503
export IMPL_top_register="u1.pix_buff"
export IMPL_worst_pin_slew_ns=0.859
export IMPL_ys_sh_xor=0.101
export IMPL_reg_top3="u1.pix_buff (24), u4.timer (20)"
export IMPL_dr_pass1_iters=4
export IMPL_drcViolationCount=0
export IMPL_fillers=1465
export IMPL_fp_util=0.412
export IMPL_endpoint="ADDR[0]"
export IMPL_crit_reg2reg_capture="u1.pix_buff[2][4]"
export IMPL_largest_area_cell="dfxtp_1"
export IMPL_synth_top_cell_by_count="nor2_1"
export IMPL_row_count=47
export IMPL_min_from="sync_ck"
export IMPL_ys_sh_simple=0.223
export IMPL_warning_count=53
export IMPL_dr_first_iter_drc_count=262
export IMPL_drt_wl_total_mm=12.4
export IMPL_rrSetupSlack_ns=2.91
export IMPL_clock_sinks=151
export IMPL_p_total_uw=2630
export IMPL_wl_per_cell_um=12.7
export IMPL_vias_per_cell=4.97
export IMPL_r2r_cells=5
export IMPL_synthTopCellsByCount="nor2_1 (112), dfxtp_1 (109), nand2_1 (65)"
export IMPL_syn_area_per_cell_sq_um=9.73
export IMPL_power_frac_comb=0.066
export IMPL_yosys_cells=704
export IMPL_flop_cell="dfxtp_1"
export IMPL_grt_max_degree=25
export IMPL_ys_flops=151
export IMPL_end_kind="output port"
export IMPL_setup_viol=0
export IMPL_rsz0062_at_grt="false"
export IMPL_synthAdderAreaFrac=0.0402
export IMPL_cellPowerDensity_nw_per_um2=329
export IMPL_synth_top_cell_area_share=0.319
export IMPL_cts_resized=0
export IMPL_synth_edff_count=42
export IMPL_ir_drop_mv=0.223
export IMPL_cts_root_buf="clkbuf_16"
export IMPL_htreeDepth=4
export IMPL_hold_class="flop to flop"
export IMPL_area_leaders="dfxtp_1 (32%), edfxtp_1 (18%), xor2_1 (6.4%)"
export IMPL_start_kind="flop"
export IMPL_crit_arrival_ns=2.72
export IMPL_slew_violations=0
export IMPL_power_share_clock=0.434
export IMPL_sw_frac_of_total=0.233
export IMPL_io_buffers=38
export IMPL_cts_tree="done"
export IMPL_ys_warn_count=7
export IMPL_path_max_fanout=15
export IMPL_cts_inserted_buffers=17
export IMPL_seq_power_share=0.500
export IMPL_drive_gt1_frac=0.0862
export IMPL_mux_share=0.0438
export IMPL_maxCapViolCount=0
export IMPL_synth_area_sq_um=6850
export IMPL_antenna_found_initial=0
export IMPL_synth_distinct_cells=56
export IMPL_grt_overflow=0
export IMPL_hold_buffers=0
export IMPL_cp_data_required_time_ns=4.24
export IMPL_p_leak_uw=0.00311
export IMPL_pin_count=47
export IMPL_clock_path_buffers=2
export IMPL_post_synth_ao_oa_area_fraction=0.0542
export IMPL_insertion_delay_ns=0.41
export IMPL_clk_pin_slew_worst_paths_ns=0.06
export IMPL_antenna_left=0
==> layout make-up <==
| type | instances | area (sq um) | share of cell area |
|---|---|---|---|
| flip-flops and latches | 151 | 3440 | 0.430 |
| multi-input cells | 496 | 3180 | 0.397 |
| repair buffers | 45 | 433 | 0.0541 |
| clock buffers | 18 | 429 | 0.0536 |
| well taps | 220 | 275 | 0.0344 |
| clock inverters | 14 | 134 | 0.0167 |
| inverters | 30 | 113 | 0.0141 |
==> cells in the final DEF, fill, tap and decap left out, drive strengths merged, types with 16 or more instances in the layout <==
cell type      instances
xnor2                 29
nand3                 24
edfxtp                42
nand4                 25
dfxtp                109
inv                   31
mux2                  16
nand2                 65
ha                    22
xor2                  50
a21oi                 21
clkbuf                18
nor2                 113
clkdlybuf4s50         38
o21ai                 17
==> per-stage QoR <==
step,hold slack (ns),utilization,setup WS [ns],area (sq um),instances
floorplan,0.331,-,2.42,6850,704
detailed placement,0.345,0.447,1.97,7440,942
global placement,0.341,0.447,2.03,7440,942
finish,0.354,0.481,1.52,8010,974
CTS,0.356,0.481,1.50,8010,974
global route,0.374,0.481,1.35,8010,974
==> power by group through the flow <==
stage         combinational, uW  sequential (uW)  clock (uW)
finish                      174             1310        1140
global route                200             1320        1220
CTS                         177             1310        1160
==> logic make-up after synthesis <==
family,after synthesis
compound gates,58
xor+xnor,79
simple gates,309
buf+inv,57
flops,151
mux,28
fa+ha+maj,22
==> worst min path at each step <==
stage | endpoint | depth (start not counted)
finish | u1.sync_z1 | 0
CTS | u1.sync_z1 | 0
global route | u1.sync_z1 | 0
==> layer usage <==
metal,share of wire,track usage
met1,0.51,0.238
met2,0.44,0.229
met3,0.046,0.0434
met4,0.0082,0.0160
met5,0,0
==> critical path, cell delays in order, from the launching register on <==
cell and delay (ns):
dfxtp_1 0.47, nor3_2 0.29, nor2_1 0.13, o21a_1 0.20, a211oi_2 0.18, buf_4 0.26
mux2_2 0.36, clkdlybuf4s50_1 0.41
Power figures rest on the tool's default switching activity, not on a simulated workload.
